--- design/flow/config.mk ---
export PLATFORM = sky130hd
export DESIGN_NAME = student
export DESIGN_NICKNAME = student
export VERILOG_FILES = /design/flow/design.v
export SDC_FILE = /design/flow/constraint.sdc
export NUM_CORES = 4
export LEC_CHECK = 1
export CORE_UTILIZATION = 30
--- design/flow/constraint.sdc ---
current_design student

set clk_period 5.4
set clk_io_pct 0.2

create_clock -name clk0 -period $clk_period [get_ports {fpga_clk_50}]

set non_clock_inputs [all_inputs -no_clocks]
set_input_delay [expr $clk_period * $clk_io_pct] -clock clk0 $non_clock_inputs
set_output_delay [expr $clk_period * $clk_io_pct] -clock clk0 [all_outputs]
--- design/flow/design.v ---
module student(
      input              fpga_clk_50,
      input              fpga_rst_n,
      input    [ 2: 0]   usr_key_i, 	
      input    [ 2: 0]   usr_sw_i,
      output   [ 7: 0]   usr_led_o,
      output   [ 7: 0]   usr_seg_o
);
localparam 	NUM_0 = {1'b0, 7'h40},
			NUM_1 = {1'b1, 7'h79},
			NUM_2 = {1'b0, 7'h24},
			NUM_3 = {1'b1, 7'h30},
			NUM_4 = {1'b0, 7'h19},
			NUM_5 = {1'b1, 7'h12},
			NUM_6 = {1'b0, 7'h02},
			NUM_7 = {1'b1, 7'h78},
			NUM_8 = {1'b0, 7'h00},
			NUM_9 = {1'b1, 7'h10},
			NUM_A = {1'b0, 7'h08},
			NUM_B = {1'b1, 7'h03},
			NUM_C = {1'b0, 7'h46},
			NUM_D = {1'b1, 7'h21},
			NUM_E = {1'b0, 7'h06},
			NUM_F = {1'b1, 7'h0e};
reg  [ 4:0]		number;
reg  [31:0]     timer;
reg  [ 7:0]		 usr_led_r;
reg  [ 7:0]		usr_seg_r;
wire [ 5:0]		 input_state ;
reg  [ 5:0]     input_state_r ;
wire            input_state_changed ;
assign input_state[5:3] = usr_key_i;
assign input_state[2:0] = usr_sw_i;
assign input_state_changed = input_state != input_state_r;
assign usr_led_o[7:0]   = usr_led_r;
assign usr_seg_o[7:0]	= usr_seg_r;
always@(posedge fpga_clk_50 or negedge fpga_rst_n)
begin
	if (!fpga_rst_n) begin
		input_state_r <= 6'b111111;
	end
	else begin
		input_state_r <= input_state;
	end
end
always@(posedge fpga_clk_50 or negedge fpga_rst_n)
begin
	if (!fpga_rst_n) begin
		timer <= 32'd0;
		number <= 5'd0;
	end
	else begin
		if (timer == 32'd49_999_999) begin
			timer <= 32'd0;
			if(number >= 5'd15)
				number <= 5'd0;
			else
				number <= number + 5'd1;
		end
		else begin
			timer <= timer + 32'd1;
			number <= number;
		end
	end
end
always@(posedge fpga_clk_50 or negedge fpga_rst_n)
begin
	if (!fpga_rst_n) begin
		usr_seg_r <= 8'b11111111;
	end
	else begin
		case(number)
			0: usr_seg_r <= NUM_0;
			1: usr_seg_r <= NUM_1;
			2: usr_seg_r <= NUM_2;
			3: usr_seg_r <= NUM_3;
			4: usr_seg_r <= NUM_4;
			5: usr_seg_r <= NUM_5;
			6: usr_seg_r <= NUM_6;
			7: usr_seg_r <= NUM_7;
			8: usr_seg_r <= NUM_8;
			9: usr_seg_r <= NUM_9;
			10: usr_seg_r <= NUM_A;
			11: usr_seg_r <= NUM_B;
			12: usr_seg_r <= NUM_C;
			13: usr_seg_r <= NUM_D;
			14: usr_seg_r <= NUM_E;
			15: usr_seg_r <= NUM_F;
			default: usr_seg_r <= 8'b11111111;
		endcase
	end
end
always@(posedge fpga_clk_50 or negedge fpga_rst_n)
begin
	if (!fpga_rst_n) begin
		usr_led_r <= 8'b00000011;
	end
	else begin
		case(input_state)
			6'b011111: begin  
				usr_led_r <= 8'b11111111;
			end
			6'b101111: begin  
				usr_led_r <= 8'b10101010;
			end
			6'b110111: begin  
				usr_led_r <= 8'b01010101;
			end
			6'b111011: begin  
				if(input_state_changed) begin
					usr_led_r <= 8'b00000001;
				end
				else begin
					if(timer == 32'd49_999_999) begin
						usr_led_r <= {usr_led_r[6:0], usr_led_r[7]};
					end
					else begin
						usr_led_r <= usr_led_r;
					end
				end
			end
			6'b111101: begin  
				if(input_state_changed) begin
					usr_led_r <= 8'b10000000;
				end
				else begin
					if(timer == 32'd49_999_999) begin
						usr_led_r <= {usr_led_r[0], usr_led_r[7:1]};
					end
					else begin
						usr_led_r <= usr_led_r;
					end
				end
			end
			6'b111110: begin  
				if(input_state_changed) begin
					usr_led_r <= 8'd0;
				end
				else begin
					if(timer == 32'd49_999_999) begin
						usr_led_r <= ~usr_led_r;
					end
					else begin
						usr_led_r <= usr_led_r;
					end
				end
			end
            default: begin  
                if(input_state_changed) begin
					usr_led_r <= 8'b00000011;
				end
				else begin
					if(timer == 32'd49_999_999) begin
						usr_led_r <= {usr_led_r[5:0], usr_led_r[7:6]};
					end
					else begin
						usr_led_r <= usr_led_r;
					end
				end
            end
		endcase
	end
end
endmodule
--- design/flow/run.sh ---
#!/bin/bash
# OpenROAD 26Q1-2900-gdf79404cd8, Yosys 0.63+post, stock flow scripts
make -C /OpenROAD-flow-scripts/flow DESIGN_CONFIG=/design/flow/config.mk WORK_HOME=/design/flow/orfs finish
==> flow_metrics.tcl <==
# metrics dict for downstream scripts
set metrics [dict create \
    num_antenna_cells 0 \
    fin_tns_setup_ns 0 \
    post-cts-setup-buffer-count 0 \
    io_pins 24 \
    power.leakage_nw 1.64 \
    layout_top_cells "dfrtp_1, nand3_1, nor2_1, clkdlybuf4s50_1, xnor2_1" \
    cts.root.buffer_cell "clkbuf_16" \
    clock_insertion_delay_worst_skew_ns 0.32 \
    powerDensity_nw_per_um2 272 \
    yosys.cell_types.count 59 \
    gp_congestion 0.853 \
    cts_inserted_buffers 9 \
    rsz0062_at_grt "false" \
    fmax_mhz 334 \
    critPathTopFamily "simple AND/OR/NAND/NOR gates" \
    count_of_yosys_warnings_during_synthesis 1 \
    crit_path_cell_trace "clkdlybuf4s50_1 -> xor2_1 -> nor4_4 -> and3b_1 -> and2_4 -> o21ai_0" \
    via_per_inst 5.08 \
    cts.hold.buffers_added 0 \
    synth.ff_latch_count 59 \
    crit_required_ns 5.60 \
    slowest_stage "clkdlybuf4s50_1" \
    clk_transition_reported_paths_ns 0.05 \
    synth.avg_cell_area_sq_um 10.1 \
    tritoncts "yes" \
    clock_tree.buffer_depth 2 \
    tightestPinTransition_ns 0.806 \
    flow.area_growth_from_synthesis_pct 16.8 \
    worst_setup_path_category "input port to flop" \
    via_count 2540 \
    grt_util_all_layers 0.129 \
    worst_ep_arrival_time_ns 3.19 \
    design.core.area_sq_um 10900 \
    die_area_sq_um 11700 \
    worstPathBufferInverterCount 1 \
    final_common_cell "dfrtp_1" \
    share_of_post_route_cells_with_drive_strength_above_1 0.164 \
    holdCritPathClass "flop to flop" \
    asyncSetResetFlopFracSynth 1.00 \
    route.final.wire_length_microns 6780 \
    worst_hold_check_slack_ns 0.475 \
    max_cap_violations 0 \
    placementRows 38 \
    initial_utilization 0.310 \
    outcome "finished, final reports clean" \
    io_buffer_count 23 \
    timing.max_slew.rel_slack 0.463 \
    post_route_drc 0 \
    post_cts_resize_count 0 \
    ys_seq_frac 0.441 \
    yosys_cells 336 \
    yosysChipArea_sq_um 3390 \
    synth-edff-count 0 \
    tool_warnings 30 \
    grt_overflow_total 0 \
    die_h_microns 108 \
    timing.final.setup_violations 0 \
    largest_net_degree_at_the_start_of_global_routing 60 \
    timing.critical_path.slowest_cell_delay_ns 0.63 \
    fp.dieW_microns 108 \
    cts.htree.levels 3 \
    clkSinkCount 59 \
    grt_pass1_vias 2468 \
    maxSlewViolCount 0 \
    wl_per_cell_microns 13.6 \
    count_of_mapped_cells_out_of_synthesis 336 \
    crit_path_end_kind "flop" \
    yosys_most_used_dff "dfrtp_1" \
    finalClockPeriodUsage 0.555 \
    worst-path-max-fanout 14 \
    clock_skew_ns 0.00566 \
    drt-pass1-iter-count 4 \
    initialDrtViolationCount 131 \
    synthesis.area_sq_um 3390 \
    min_period_ns 3.00 \
    grt_antenna_before_repair 0 \
    peakVddDrop_v 0.000107 \
    timing_hold_violations_final 0 \
    drtAntennaViolNets 0 \
    detailed_place_hpwl_microns 4470 \
    critPathLaunchType "input port" \
    grt_pass1_wl_microns 11900 \
]
==> metrics by stage <==
| stage | cells | setup slack [ns] | power, mW | utilization | instance area, sq um |
|---|---|---|---|---|---|
| floorplan | 336 | 2.93 | 0.501 | - | 3390 |
| global placement | 484 | 2.14 | 0.527 | 0.335 | 3670 |
| detailed placement | 484 | 2.08 | 0.527 | 0.335 | 3670 |
| CTS | 500 | 2.43 | 1.09 | 0.362 | 3960 |
| global route | 500 | 2.25 | 1.12 | 0.362 | 3960 |
| finish | 500 | 2.40 | 1.08 | 0.362 | 3960 |
==> synthesized netlist by cell type (all sizes together), types with 3 or more instances <==
cell     number  area, sq um
xnor2        21          184
nand2b        5         31.3
nor2         27          101
buf          11         93.8
o31ai         7         96.3
dfstp        16          420
a221o         4         43.8
and4          5         47.6
nand2        20         75.1
o211ai        3         22.5
inv           9         33.8
nor4          5         61.3
and2          9         60.1
dfrtp        43         1080
o21ai        11         55.1
ha            8          100
xor2         16          140
nand4        11         68.8
nor3         13         70.1
and3          9         56.3
mux2i         3         30.0
a21oi        13         65.1
o2bb2ai       3         26.3
nand3        30          155
clkbuf        5         38.8
a211oi        3         27.5
==> final cells by class <==
class                      instances  area (sq um)
clock buffer                      11           243
tap                              140           175
fill                            1070          6970
multi-input combinational        252          1730
inverter                           9          33.8
clock inverter                     5          52.6
timing repair buffer              24           233
sequential                        59          1500
==> final timing paths <==
path	endpoint	slack, ns	depth (start not counted)	start
worst max-delay path	usr_led_r[6]	2.40	6	usr_sw_i[0]
worst min-delay path	timer[31]	0.48	1	timer[31]
worst max register to register	number[3]	3.05	6	timer[0]
worst min register to register	timer[31]	0.48	1	timer[31]
max in group asynchronous	timer[6]	4.01	2	fpga_rst_n
min in group asynchronous	timer[27]	0.90	2	fpga_rst_n
==> per-layer routing <==
layer / vias up / track usage / share of wire / wire length, microns
met5: - / 0 / 0 / 0
li1: 1248 / - / - / -
met1: 1222 / 0.204 / 0.49 / 3330
met3: 4 / 0.0288 / 0.056 / 378
met4: 0 / 0.0193 / 0.0080 / 54
met2: 66 / 0.190 / 0.44 / 3020
==> power breakdown <==
| group | internal (mW) | switching, mW |
|---|---|---|
| Sequential | 0.452 | 0.00868 |
| Clock | 0.367 | 0.192 |
| Combinational | 0.0252 | 0.0337 |
==> cell families (layout without fill, tap and decap cells) <==
family | Yosys count | after routing | share of synthesized area
simple gates | 144 | 144 | 0.237
buf+inv | 25 | 49 | 0.0490
xor+xnor | 37 | 37 | 0.0955
fa+ha+maj | 8 | 8 | 0.0295
flops | 59 | 59 | 0.441
compound gates | 59 | 59 | 0.136
mux | 4 | 4 | 0.0122
==> flip-flops by register name (all words and copies together), names as in the netlist <==
| name | cells |
|---|---|
| input_state_r | 6 |
| number | 5 |
| timer | 32 |
| usr_led_r | 8 |
| usr_seg_r | 8 |
Power and IR drop assume default switching activity.
